<file path="config.mk">
export PLATFORM = sky130hd
export DESIGN_NAME = lab3_top
export DESIGN_NICKNAME = lab3_top
export VERILOG_FILES = /design/flow/design.v
export SDC_FILE = /design/flow/constraint.sdc
export NUM_CORES = 4
export LEC_CHECK = 1
export CORE_AREA = 10 10 87 87
export DIE_AREA = 0 0 97 97
</file>
<file path="constraint.sdc">
current_design lab3_top

set clk_period 3.5
set clk_io_pct 0.2

create_clock -name clk0 -period $clk_period [get_ports {KEY}]

set non_clock_inputs [all_inputs -no_clocks]
set_input_delay [expr $clk_period * $clk_io_pct] -clock clk0 $non_clock_inputs
set_output_delay [expr $clk_period * $clk_io_pct] -clock clk0 [all_outputs]
</file>
<file path="design.v">
module lab3_top(SW, KEY, HEX0, HEX1, HEX2, HEX3, HEX4, HEX5, LEDR);
  input [9:0] SW;
  input [3:0] KEY;
  output [6:0] HEX0, HEX1, HEX2, HEX3, HEX4, HEX5;
  output [9:0] LEDR;  
  reg [6:0] HEX0, HEX1, HEX2, HEX3, HEX4, HEX5;  
  reg [3:0] present_state;  
  wire clk = ~KEY[0];   
  wire rst_n = KEY[3];  
  always_ff @(posedge clk) begin
    if (!rst_n) begin 
        present_state = 4'b0000;  
    end else begin 
        case (present_state)
        4'b0000 : if (SW == 4'b0101) 
            present_state = 4'b0001;
            else 
            present_state = 4'b0111;
        4'b0001 : if (SW == 4'b0100)
            present_state = 4'b0010;
            else
            present_state = 4'b1000;
        4'b0010 : if (SW == 4'b0000)
            present_state = 4'b0011;
            else
            present_state = 4'b1001; 
        4'b0011 : if (SW == 4'b0011)
            present_state = 4'b0100;
            else
            present_state = 4'b1010;
        4'b0100 : if (SW == 4'b0000)
            present_state = 4'b0101;
            else
            present_state = 4'b1011;
        4'b0101 : if (SW == 4'b0101)
            present_state = 4'b0110;
            else
            present_state = 4'b1100;
        4'b0110 : present_state = 4'b0110;
        4'b0111 : present_state = 4'b1000;
        4'b1000 : present_state = 4'b1001;
        4'b1001 : present_state = 4'b1010;
        4'b1010 : present_state = 4'b1011;
        4'b1011 : present_state = 4'b1100;
        4'b1100 : present_state = 4'b1100;
        default : present_state = 4'bxxxx;  
        endcase
    end
  end
  always @* begin
    case (present_state) 
    4'b0110 : begin 
        HEX3 = 7'b1000000; 
        HEX2 = 7'b0001100; 
        HEX1 = 7'b0000110; 
        HEX0 = 7'b0101011;
	HEX4 = 7'b1111111;
	HEX5 = 7'b1111111;
    end
    4'b1100 : begin
        HEX5 = 7'b1000110; 
        HEX4 = 7'b1000111; 
        HEX3 = 7'b1000000;  
        HEX2 = 7'b0010010; 
        HEX1 = 7'b0000110; 
        HEX0 = 7'b0100001;
    end  
    default : begin 
        case (SW)  
            4'b0000 : begin  HEX0 = 7'b1000000; HEX4 = 7'b1111111; HEX5 = 7'b1111111; end
            4'b0001 : begin HEX0 = 7'b1111001; HEX4 = 7'b1111111; HEX5 = 7'b1111111; end
            4'b0010 : begin HEX0 = 7'b0100100; HEX4 = 7'b1111111; HEX5 = 7'b1111111; end
            4'b0011 : begin HEX0 = 7'b0011001; HEX4 = 7'b1111111; HEX5 = 7'b1111111; end
            4'b0100 : begin HEX0 = 7'b0110000; HEX4 = 7'b1111111; HEX5 = 7'b1111111; end   
            4'b0101 : begin HEX0 = 7'b0010010; HEX4 = 7'b1111111; HEX5 = 7'b1111111; end 
            4'b0110 : begin HEX0 = 7'b0000010; HEX4 = 7'b1111111; HEX5 = 7'b1111111; end 
            4'b0111 : begin HEX0 = 7'b1111000; HEX4 = 7'b1111111; HEX5 = 7'b1111111; end 
            4'b1000 : begin HEX0 = 7'b0000000; HEX4 = 7'b1111111; HEX5 = 7'b1111111; end 
            4'b1001 : begin HEX0 = 7'b0010000; HEX4 = 7'b1111111; HEX5 = 7'b1111111; end
            default : begin
                HEX4 = 7'b1111001;   
                HEX3 = 7'b0101111; 
                HEX2 = 7'b0101111;
                HEX1 = 7'b1000000;
                HEX0 = 7'b0101111; 
            end
        endcase
    end
    endcase
  end 
endmodule
</file>
<file path="run.sh">
#!/bin/bash
# OpenROAD 26Q1-2900-gdf79404cd8, Yosys 0.63+post, stock flow scripts
make -C /OpenROAD-flow-scripts/flow DESIGN_CONFIG=/design/flow/config.mk WORK_HOME=/design/flow/orfs finish
</file>
==> writeup.txt <==
In the final layout, flip-flops and latches occupy 353 um2. The number of register pins that no clock reaches was 6; the half-perimeter wire length after placement was 2.45 mm. The run gives 12.2 um for the average routed wire per standard cell. The kind of launch point of the worst setup path was a flip-flop.

The placed instances occupy a cell area of 1530 um2. The layout filler cell count came out at 535. For the power share of the sequential group, the log shows 0.200. The number of buffers added on ports was 41; the clock network power share was 0.550. TritonCTS built the clock tree. Per the synth log, the flip-flop and latch total comes to 19. The total standard cell area after synthesis is 1110 um2. With fillers left out, the area of the finished cells amounts to 1920 um2. With the proportion of total power due to net switching at 0.279, the area figure in the yosys stat output is 1110 um2. With the count of unique library cells instantiated by Yosys at 32, the critical path data arrival time is 2.98 ns. The run gives 15 for the maximum number of pins on one net before global-route repair.

Note that the worst hold path type here is clk -> reg. The switching component of the power was reported as 0.296 mW. The setup check on the worst reg-to-reg path leaves a slack of 2.63 ns.

The floorplan step set the die width to 97 um. In the final run the clock tree shows a worst skew of 0.0148 ns. The flow ran to the end, but the final reports show violations. Per the post-synthesis stats, the area per cell is 7.92 um2.

The fraction of registers with async set/reset is 0, and the worst slew slack as a fraction of its limit is 0.670. Post-synthesis to final-layout area growth: 73.5%. The checks that failed: negative setup slack. Across all stage logs, warnings added up to 136. For this design the static power due to leakage is 0.898 nW.

The final count of negative-setup-slack endpoints was 11. The logs give 11 for the warning count from the yosys run and 0 for the number of endpoints with negative hold slack in the final report. The share of power burned in combinational logic came out at 0.250. STA classifies the critical path endpoint as an output pin. The script reports the combined buffer and inverter count of the critical path as 4. The type of the setup path with the least slack was reg -> out. With the clock-pin slew reported for the worst setup and hold paths after clock tree synthesis at 0.05 ns, the number of unconstrained endpoints is 25. The tools report the final weighted congestion in routability-driven placement as 0.818.

The critical path goes through inv_2 -> nand2_2 -> inv_2 -> nand3_4 -> buf_6 -> nor3_4 -> buf_2. For this run, the script counts the antenna cells in the layout as 0. For this block, the routed nets add up to 3.50 mm of wire.

The run gives 1157 for the via count of the routed design. Per the summary, power density relative to cell area is 552 nW/um2. The proportion of layout cells with a drive suffix above 1 was 0.358; the area enclosed by the die boundary was 9410 um2. The placement row count is 27, and the mean number of vias per cell is 4.03. The run gives 5640 um2 as the total core area. The number of cells reported by Yosys stat comes to 140. For this run, design rule violations remaining after detail routing come to 0. The run gives 0.766 mW for the cell-internal power. The kind of cell with the highest combined delay on the critical path was buffers and inverters. The detailed router finished its first iteration with 165 violations. Logic area: 587 um2. For the total global-route track usage, the log shows 0.0709. The die is 97 um tall. Total count of max-transition violations in the final report: 0. The total power consumption of the routed design is 1.06 mW.

Wire length of the first global-routing pass: 5.71 mm. The top cell types in the final layout, fill and taps aside, are sky130_fd_sc_hd__clkdlybuf4s50_1 (25), sky130_fd_sc_hd__conb_1 (21), sky130_fd_sc_hd__buf_4 (20), sky130_fd_sc_hd__inv_1 (19). Per the skew report, the later register of the worst-skew pair sees a clock latency of 0.30 ns. The report shows a maximum critical-path fanout of 3. The most frequent cell on the critical path is sky130_fd_sc_hd__inv_2. 66 I/O pins were placed. The logs give -0.180 ns for the final critical-path setup slack and 0 for the number of antenna violations at the first check in global routing. Synthesis handed over a netlist of 140 instances.

The number of enable flip-flop cells is 0. The via count of the first global-routing pass came out at 1393. The dominant logic cell type in the layout was sky130_fd_sc_hd__clkdlybuf4s50_1. Most used flip-flop cell: sky130_fd_sc_hd__dfxtp_1. The number of hold buffers added after cts is 0. The global route stage reports its total congestion overflow as 0. Per STA, the highest per-stage delay on the worst path measures 0.31 ns. The critical path's slowest stage uses the library cell sky130_fd_sc_hd__dfxtp_2. The number of max-cap violations is 0. The count of nets left with antenna violations once routing finished came out at 0. At the worst endpoint, the required time is 2.80 ns. The highest supply drop recorded on VDD is 0.315 mV.

The initial standard-cell utilization of the core was 0.196; the transition time at the pin with the least slew margin was 0.490 ns. Setup repair after global routing could not meet its margin everywhere. The total iterations of the first detailed-routing run came out at 4.
state kept, by name (all words and copies together) (netlist names):
register       flops
HEX5               1
present_state     13
HEX2               4
HEX1               1
area by class of cell:
type,count,share of cell area
Inverter,5,0.0124
Multi-Input combinational cell,90,0.305
Sequential cell,19,0.183
Clock inverter,19,0.0442
Tap cell,72,0.0468
Timing Repair Buffer,68,0.313
Clock buffer,14,0.0950
what timing repair did:
action	4_1_cts	5_1_grt
resized	75	12
buffers inserted	8	0
setup endpoints to repair	22	24
endpoints found under the hold margin	0	0
pin swaps	7	5
metal layers:
| layer | GRT usage | share of wire | vias to the layer above |
|---|---|---|---|
| met1 | 0.0768 | 0.45 | 523 |
| met3 | 0.0623 | 0.11 | 4 |
| li1 | - | - | 562 |
| met5 | 0.0110 | 0 | - |
| met2 | 0.0864 | 0.42 | 68 |
| met4 | 0.0474 | 0.013 | 0 |
stage by stage:
step	worst slack, ns	instances	TNS (ns)	hold slack, ns	util
after floorplan	-0.0888	159	-0.219	0.296	-
after global placement	-0.560	249	-6.78	0.110	0.271
after detailed placement	-0.577	249	-6.73	0.110	0.271
after CTS	-0.221	287	-1.44	0.0889	0.329
after global routing	-0.277	287	-2.16	0.104	0.341
final	-0.180	287	-1.04	0.0978	0.341
worst register-to-register path, delay by kind of cell, from the launching register on:
family                 cells  cell delay, ns
AND-OR/OR-AND              1            0.07
buffers and inverters      1            0.14
flip-flops                 1            0.31
AND/OR/NAND/NOR            1            0.22
synth_stat cells, drive strengths merged, types with 3 or more instances:
master,n,area share
a21oi,9,0.041
and3,3,0.017
buf,37,0.25
clkbuf,6,0.020
dfxtp,13,0.23
dlxtn,6,0.081
inv,7,0.024
nand2,7,0.024
nor2,9,0.030
nor2b,5,0.028
nor3,7,0.036
o21ai,7,0.032
power groups by stage:
| stage | combinational, mW | sequential, mW | clock [mW] |
|---|---|---|---|
| final | 0.265 | 0.212 | 0.584 |
| after CTS | 0.239 | 0.212 | 0.649 |
| after global routing | 0.293 | 0.216 | 0.700 |
cell families after synthesis:
kind of cell	count (synthesis)	synth area share
flip-flops	13	0.235
AND/OR/NAND/NOR	40	0.218
AND-OR/OR-AND	27	0.149
latches	6	0.0813
other	2	0.00677
XOR/XNOR	2	0.0158
buffers and inverters	50	0.295
final timing paths:
path                              from                  endpoint  depth (start not counted)
max           present_state[3]$_DFF_N_                   HEX0[6]                          7
min                             KEY[3]  present_state[8]$_DFF_N_                          4
max reg2reg   present_state[3]$_DFF_N_  present_state[3]$_DFF_N_                          3
min reg2reg  present_state[10]$_DFF_N_  present_state[2]$_DFF_N_                          2
Power figures rest on the tool's default switching activity, not on a simulated workload.
